$ cat /design/flow/design.v
module DAC_7SEG_LCD_XCS75(
    input clk,                
    input rst_n,              
    input [11:0] key,         
    output reg [7:0] DAC_D,   
    output reg DAC_WRN,       
    output reg DAC_A_B,       
    output [6:0] seg,         
    output [7:0] seg_sel,     
    output [7:0] lcd_data,    
    output lcd_rs, lcd_rw, lcd_e  
);
    reg [7:0] dac_input;
    always @(posedge clk or negedge rst_n) begin
        if(!rst_n)
            dac_input <= 8'd0;
        else begin
            if(key[1]) dac_input <= dac_input - 1;    
            if(key[3]) dac_input <= dac_input + 1;    
            if(key[4]) dac_input <= dac_input - 2;    
            if(key[6]) dac_input <= dac_input + 2;    
            if(key[7]) dac_input <= dac_input - 8;    
            if(key[9]) dac_input <= dac_input + 8;    
        end
    end
    reg [15:0] cnt;
    always @(posedge clk or negedge rst_n) begin
        if(!rst_n) begin
            DAC_WRN <= 1'b1;
            DAC_D   <= 8'd0;
            cnt <= 0;
        end else begin
            cnt <= cnt + 1;
            if(cnt == 16'd1000) begin
                DAC_D   <= dac_input;
                DAC_WRN <= 1'b0;      
            end 
            else if(cnt == 16'd2000) begin
                DAC_WRN <= 1'b1;      
                cnt <= 0;
            end
        end
    end
    wire [3:0] tens = dac_input / 10;
    wire [3:0] ones = dac_input % 10;
    wire [6:0] seg_tens, seg_ones;
    seg7_decoder U1 (.bin(tens), .seg(seg_tens));
    seg7_decoder U2 (.bin(ones), .seg(seg_ones));
    assign seg_sel = 8'b11111100;
    assign seg = seg_ones;   
    lcd_display U3(
        .clk(clk),
        .rst_n(rst_n),
        .dac_value(dac_input),
        .lcd_data(lcd_data),
        .lcd_rs(lcd_rs),
        .lcd_rw(lcd_rw),
        .lcd_e(lcd_e)
    );
endmodule
module lcd_display(
    input clk,
    input rst_n,
    input [7:0] dac_value,
    output reg [7:0] lcd_data,
    output reg lcd_rs,
    output reg lcd_rw,
    output reg lcd_e
);
    reg [7:0] msg [0:15];
    integer i;
    always @(posedge clk or negedge rst_n) begin
        if(!rst_n) begin
            lcd_e <= 0;
            lcd_rs <= 0;
            lcd_rw <= 0;
            lcd_data <= 8'h00;
        end else begin
            msg[0]  = "D"; msg[1]  = "A"; msg[2]  = "C"; msg[3]  = " ";
            msg[4]  = "I"; msg[5]  = "N"; msg[6]  = " "; msg[7]  = "="; msg[8]  = " ";
            msg[9]  = 8'd48 + (dac_value / 10);
            msg[10] = 8'd48 + (dac_value % 10);
        end
    end
endmodule
module seg7_decoder(
    input [3:0] bin,
    output reg [6:0] seg
);
always @(*) begin
    case(bin)
        4'h0: seg = 7'b1000000;
        4'h1: seg = 7'b1111001;
        4'h2: seg = 7'b0100100;
        4'h3: seg = 7'b0110000;
        4'h4: seg = 7'b0011001;
        4'h5: seg = 7'b0010010;
        4'h6: seg = 7'b0000010;
        4'h7: seg = 7'b1111000;
        4'h8: seg = 7'b0000000;
        4'h9: seg = 7'b0010000;
        default: seg = 7'b1111111;
    endcase
end
endmodule
$ cat /design/flow/config.mk
export PLATFORM = sky130hd
export DESIGN_NAME = DAC_7SEG_LCD_XCS75
export DESIGN_NICKNAME = DAC_7SEG_LCD_XCS75
export VERILOG_FILES = /design/flow/design.v
export SDC_FILE = /design/flow/constraint.sdc
export NUM_CORES = 4
export LEC_CHECK = 1
export CORE_UTILIZATION = 40
$ cat /design/flow/run.sh
#!/bin/bash
# OpenROAD 26Q1-2900-gdf79404cd8, Yosys 0.63+post, stock flow scripts
make -C /OpenROAD-flow-scripts/flow DESIGN_CONFIG=/design/flow/config.mk WORK_HOME=/design/flow/orfs finish
$ cat /design/flow/constraint.sdc
current_design DAC_7SEG_LCD_XCS75

set clk_period 8.3
set clk_io_pct 0.2

create_clock -name clk0 -period $clk_period [get_ports {clk}]

set non_clock_inputs [all_inputs -no_clocks]
set_input_delay [expr $clk_period * $clk_io_pct] -clock clk0 $non_clock_inputs
set_output_delay [expr $clk_period * $clk_io_pct] -clock clk0 [all_outputs]
==> reports/results.ini <==
[timing]
worst_slew_pin_slew_ps = 769
finClkSkew_ps = 7.29
maxSlewHeadroom = 0.485
finalCritPeriodShare = 0.957
rsz0062_at_grt = false
finalSetupTns_ps = 0
max_freq_mhz = 126
timing.final.max_slew_violations = 0
hold_viol_final = 0
fin_crit_ps = 7940
setup_violations = 0

[cells_and_area]
area_growth_pct = 10.1
seq_area_um2 = 827
layout_top_cells = nor2_1, nand2_1, a21oi_1
final_util = 0.458
fillers = 984
final_cell_area_mm2 = 0.00450
layout_top_cell = nor2_1
logic_area_mm2 = 0.00297
drive_gt1_frac = 0.0981

[synthesis]
yosysSeqAreaShare = 0.203
top_logic_kind = AND-OR/OR-AND gates
netlist_area_mm2 = 0.00408
ys.warnings.count = 5
syn_inst = 525
synthSimpleGateAreaFrac = 0.241
ys_chip_area_mm2 = 0.00408
ys_ff = 33
xor_area_frac = 0.0839
syn_area_per_cell_um2 = 7.78
edf_count = 0
ys_types = 86
ys_cells = 525
ys_sh_adder = 0.0659
flop_cell = dfrtp_1
synthMuxAreaShare = 0.0340
async_reset_ff_frac = 1.00
yosys.area_share.aoi = 0.276

[grt]
grt-ovfl-total = 0
grt_max_degree = 34
grt_pass1_wl_um = 16900
antenna_found_initial = 0
grt_usage = 0.204
grt_pass1_vias = 3432

[route]
antenna_cells = 0
num_vias = 3819
drt_wl_total_um = 10100
drc = 0
first_pass_iters = 4
wire_per_inst_um = 14.9
ant_nets = 0
drt_iter0_drc = 208
viasPerCell = 5.67

[place]
detailedPlacementHpwl_um = 7350
gp_congestion = 0.894
io_buffers = 23
dpl_cell_area_mm2 = 0.00435

[flow_run]
maxCapViolCount = 0
warning_count = 39

[worst_setup_path]
crit_type = flip-flop to output pin
cp-end-kind = output pin
critPathMaxStageDelay_ps = 480
critical_path.slowest_cell = clkdlybuf4s50_1
required_ps = 6640
start_kind = flip-flop
critPathArrivalTime_ps = 6280
path_max_fanout = 11

[clock_tree]
cts_tree = built
root_buffer = clkbuf_8
path_clk_slew_ps = 70
clk_path_buf_depth = 2
worstSkewPairLatency_ps = 290
cts_made_buffers = 5
cts_setup_buffers = 0
clkSinkCount = 33
htreeDepth = 2

[floorplanning]
io-pin-count = 50
fp.dieW_um = 103
rows = 36
initial_core_util = 0.416
core_mm2 = 0.00982
dieArea_mm2 = 0.0106
die_y_um = 103

[hold_path]
min_path_type = flip-flop to flip-flop

[status]
status = complete, no violations

==> critical path: cells and delay by family, from the launching register on <==
family	cells	cell delay, ps
flops	1	350
simple gates	5	1110
mux	2	510
fa+ha+maj	3	850
buf+inv	4	980
compound gates	10	2030
xor+xnor	1	160
==> cell usage after synthesis (all sizes together) (9+ instances only) <==
cell | n | area share
nor2 | 52 | 0.048
nand3 | 17 | 0.024
ha | 19 | 0.058
clkbuf | 13 | 0.012
xor2 | 10 | 0.021
nor3 | 11 | 0.013
inv | 20 | 0.018
mux2i | 9 | 0.022
buf | 35 | 0.063
a21o | 9 | 0.017
o21ai | 32 | 0.042
nand2 | 48 | 0.044
a21oi | 38 | 0.048
nand2b | 10 | 0.017
dfrtp | 32 | 0.20
xnor2 | 27 | 0.063
==> logic make-up (layout without fill, tap and decap cells) <==
| kind of cell | after synthesis | count (layout) |
|---|---|---|
| AOI/OAI and AO/OA | 157 | 157 |
| xor gates and xnor gates | 37 | 37 |
| adders and majority gates | 21 | 21 |
| buffers and inverters | 70 | 67 |
| DFF | 33 | 33 |
| muxes | 13 | 13 |
| other | 2 | 20 |
| and+or+nand+nor | 192 | 192 |
==> layout make-up <==
cell class,count,share of cell area
Multi-Input combinational cell,440,0.660
Sequential cell,33,0.184
Timing Repair Buffer,37,0.0745
Tap cell,133,0.0370
Clock buffer,6,0.0184
Inverter,22,0.0184
Clock inverter,2,0.00834
==> sequential cells by signal (all words and copies together), names as in the netlist <==
name / flops
DAC_D: 8
cnt: 16
dac_input: 8
DAC_WRN: 1
==> worst paths after layout <==
| kind | from | end | slack (ps) | depth (start not counted) |
|---|---|---|---|---|
| min | cnt[15] | cnt[15] | 470 | 1 |
| max reg2reg | dac_input[1] | dac_input[7] | 5370 | 15 |
| max in group asynchronous | rst_n | DAC_WRN | 6180 | 2 |
| min reg2reg | cnt[15] | cnt[15] | 470 | 1 |
| min in group asynchronous | rst_n | DAC_D[6] | 1780 | 2 |
| max | dac_input[1] | seg[2] | 360 | 25 |
==> what timing repair did <==
item                                    CTS  global route
gates resized                             0             5
hold buffers                              0             0
endpoints found under the setup margin    0             2
==> routing by layer <==
layer,wire (um),part of all wire,track usage
met5,0,0,0
met3,470,0.047,0.0317
met1,4850,0.48,0.290
met2,4630,0.46,0.340
met4,104,0.010,0.0271
==> metrics by stage <==
step / setup slack, ps / hold WS (ps) / instances
2_1_floorplan: 971 / 426 / 543
3_3_place_gp: 612 / 460 / 665
3_5_place_dp: 543 / 463 / 665
4_1_cts: 196 / 476 / 673
5_1_grt: 32.2 / 499 / 673
6_report: 357 / 472 / 673
